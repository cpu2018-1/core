**constraint.sdc**
```tcl
current_design cpu3

set clk_period 9.4
set clk_io_pct 0.2

create_clock -name clk0 -period $clk_period [get_ports {clk}]

set non_clock_inputs [all_inputs -no_clocks]
set_input_delay [expr $clk_period * $clk_io_pct] -clock clk0 $non_clock_inputs
set_output_delay [expr $clk_period * $clk_io_pct] -clock clk0 [all_outputs]
```
**design.v**
```verilog
module alu (
	input wire [2:0] ope,
	input wire [31:0] ds,
	input wire [31:0] dt,
	output wire [31:0] dd
	);
	wire [31:0] lui_d;
	wire [31:0] add_d;
	wire [31:0] sub_d;
	wire [31:0] sll_d;
	wire [31:0] srl_d;
	wire [31:0] sra_d;
	assign lui_d = {dt[15:0],ds[15:0]};
	assign add_d = $signed(ds) + $signed(dt);
	assign sub_d = $signed(ds) - $signed(dt);
	assign sll_d = ds << dt[4:0];
	assign srl_d = ds >> dt[4:0];
	assign sra_d = ds >>> dt[4:0];
	assign dd = ope == 3'b110 ? lui_d :
							ope == 3'b001 ? add_d :
							ope == 3'b010 ? sub_d :
							ope == 3'b011 ? sll_d :
							ope == 3'b100 ? srl_d :
							ope == 3'b101 ? sra_d : 32'b0;
endmodule
module branch_pred(
	input wire clk,
	input wire rstn,
	input wire is_branch,
	input wire is_b_op,
	output wire is_taken 
	);
	reg [1:0] bp2bit;
	assign is_taken = bp2bit[1];
	always @(posedge clk) begin
		if (~rstn) begin
			bp2bit <= 2'b01;
		end else if(is_b_op) begin
			if (is_branch) begin
				if (bp2bit != 2'b11) begin
					bp2bit <= bp2bit + 1;
				end
			end else begin
				if (bp2bit != 2'b00) begin
					bp2bit <= bp2bit - 1;
				end				
			end
		end
	end
endmodule
module cpu3 (
	input wire clk,
	input wire rstn,
	output reg [7:0] err,
	(* mark_debug = "true" *) output wire [31:0] i_addr,
	(* mark_debug = "true" *) output wire [31:0] i_wdata,
	(* mark_debug = "true" *) input wire [31:0] i_rdata,
	output wire i_en,
	(* mark_debug = "true" *) output wire [3:0] i_we,
	(* mark_debug = "true" *) output wire [31:0] d_addr,
	(* mark_debug = "true" *) output wire [31:0] d_wdata,
	(* mark_debug = "true" *) input wire [31:0] d_rdata,
	output wire d_en,
	(* mark_debug = "true" *) output wire [3:0] d_we,
	input wire [7:0] io_in_data,
	output reg io_in_rdy,
	input wire io_in_vld,
	output reg [7:0] io_out_data,
	input wire io_out_rdy,
	output reg io_out_vld,
	input wire [4:0] io_err
	);
	localparam st_begin = 3'b000;
	localparam st_normal = 3'b001;
	localparam st_stall = 3'b010;
	localparam err_lost  = 8'b10000000;
	localparam err_carry = 8'b01000000;
	localparam err_io    = 8'b00100000;
	(* mark_debug = "true" *) reg [31:0] i_addr_tmp;
	(* mark_debug = "true" *) reg [31:0] pc;
	reg [2:0] state;
	reg [31:0] ii_pc;
	wire [31:0] ii_instr;
	reg ii_is_en;
	reg [31:0] id_pc;
	reg [31:0] id_instr;
	reg id_is_en;
	wire id_imm;
	wire id_is_jump;
	reg [31:0] dd_pc;
	reg [31:0] dd_instr;
	reg dd_is_en;
	reg [31:0] dd_ds;
	reg [31:0] dd_dt;
	reg [31:0] dd_imm;
	reg dd_ds_is_en;
	reg dd_dt_is_en;
	reg dd_dd_is_en;
	reg dd_is_jump;
	reg [31:0] de_pc;
	reg [31:0] de_instr;
	reg de_is_en;
	reg [31:0] de_ds;
	reg [31:0] de_dt;
	reg [31:0] de_imm;
	reg de_ds_is_en;
	reg de_dt_is_en;
	reg de_dd_is_en;
	reg de_is_jump;
	reg [31:0] ee_instr;
	reg [31:0] ee_dd;
	reg ee_dd_is_en;
	reg [31:0] ew_instr;
	reg [31:0] ew_dd;
	reg ew_dd_is_en;
	wire [31:0] gp_rs;
	wire [31:0] gp_rt;
	wire [31:0] gp_rd;
	(* mark_debug = "true" *) wire gp_we;
	gp_regfile gpr(clk,id_instr[20:16],id_instr[15:11],ew_instr[25:21],gp_rs,gp_rt,gp_rd,gp_we);
	wire b_ds_eq_dt;
	wire b_ds_lt_dt;
	wire bp_is_branch;
	wire bp_is_b_op;
	wire bp_is_taken;
	branch_pred bp(clk,rstn,bp_is_branch,bp_is_b_op,bp_is_taken);
	(* mark_debug = "true" *) wire [2:0] alu_ope;
	(* mark_debug = "true" *) wire [31:0] alu_ds;
	(* mark_debug = "true" *) wire [31:0] alu_dt;
	(* mark_debug = "true" *) wire [31:0] alu_dd;
	alu u_alu(alu_ope,alu_ds,alu_dt,alu_dd);
	wire is_jump_by_reg;
	wire is_branch;
	wire is_exec_wait;
	assign i_addr = {pc[29:0],0};  
	assign i_wdata = 0;
	assign i_en = 1'b1;
	assign i_we = 4'b0000;
	assign d_addr = {de_ds[29:0],2'b0};
	assign d_wdata = de_dt;
	assign d_en = 1'b1;
	assign d_we = de_instr[31:26] == 6'b000111 ? 4'b1111 : 4'b0000;
	assign ii_instr = i_rdata;
	assign id_imm = 0; 
	assign id_is_jump = 0; 
	assign gp_we = ew_dd_is_en;
	assign b_ds_eq_dt = $signed(de_ds) == $signed(de_dt);
	assign b_ds_lt_dt = $signed(de_ds) < $signed(de_dt);
	assign bp_is_branch = is_branch;
	assign bp_is_b_op = de_instr[28:26] == 3'b010 && de_instr[31] == 1'b1;
	assign alu_ope = de_instr[31:29];
	assign alu_ds = de_ds;
	assign alu_dt = de_dt;
	assign is_jump_by_reg = de_instr[31:26] == 6'b001010 || de_instr[31:26] == 6'b001110;
	assign is_branch = (de_instr[31:26] == 6'b100010 && b_ds_eq_dt) ||
										 (de_instr[31:26] == 6'b101010 && ~b_ds_eq_dt) ||
										 (de_instr[31:26] == 6'b110010 && b_ds_lt_dt) ||
										 (de_instr[31:26] == 6'b111010 && (b_ds_eq_dt || b_ds_lt_dt)) ||
										 is_jump_by_reg;
	assign is_exec_wait = (ee_dd_is_en && dd_ds_is_en && dd_instr[20:16] != 5'b0 &&
													dd_instr[20:16] == ee_instr[25:21]) ||
												(ee_dd_is_en && dd_dt_is_en && dd_instr[15:11] != 5'b0 &&
													dd_instr[15:11] == ee_instr[25:21]);
	always @(posedge clk) begin
		if(~rstn) begin
			err <= 0;
			io_in_rdy <= 0;
			io_out_data <= 0;
			io_out_vld <= 0;
			pc <= 0;
			state <= st_begin;
			ii_pc <= 0;
			ii_is_en <= 0;
			id_pc <= 0;
			id_instr <= 0;
			id_is_en <= 0;
			dd_pc <= 0;
			dd_instr <= 0;
			dd_is_en <= 0;
			dd_ds <= 0;
			dd_dt <= 0;
			dd_imm <= 0;
			dd_ds_is_en <= 0;
			dd_dt_is_en <= 0;
			dd_dd_is_en <= 0;
			dd_is_jump <= 0;
			de_pc <= 0;
			de_instr <= 0;
			de_is_en <= 0;
			de_ds <= 0;
			de_dt <= 0;
			de_imm <= 0;
			de_ds_is_en <= 0;
			de_dt_is_en <= 0;
			de_dd_is_en <= 0;
			dd_is_jump <= 0;
			ee_instr <= 0;
			ee_dd <= 0;
			ee_dd_is_en <= 0;
			ew_instr <= 0;
			ew_dd <= 0;
			ew_dd_is_en <= 0;
		end else if (state == st_begin) begin
			pc <= pc + 1;
			ii_is_en <= 1;
			state <= st_normal;
		end else if (state == st_normal) begin
			if (~is_exec_wait) begin
				if(is_jump_by_reg) begin  
					pc <= de_ds + 1;
				end else if(is_branch && ~de_is_jump) begin
					pc <= de_imm + 1;
				end else if(~is_branch && de_is_jump) begin
					pc <= de_pc + 2;
				end else if(ii_instr[31:26] == 6'b000010 || ii_instr[31:26] == 6'b000110) begin
					pc <= ii_instr[15:0];
				end else if(id_is_jump) begin
					pc <= id_imm + 1;
				end else if(is_branch && de_is_jump) begin
					pc <= id_pc + 2;
				end else begin
					pc <= pc + 1;
				end
				id_is_en <= ii_is_en;
				id_instr <= ii_instr;
				id_pc <= ii_pc;
				dd_ds <= gp_rs;
				dd_dt <= gp_rt;
				dd_pc <= id_pc;
				dd_instr <= id_instr;
				dd_is_en <= id_is_en;
				dd_imm <= id_imm;
				dd_ds_is_en <= 1; 
				dd_dt_is_en <= 1; 
				if(id_is_en && ~((is_branch && ~de_is_jump) || (~is_branch && de_is_jump))) begin
					de_instr <= id_instr;
					de_pc <= id_pc;
					de_is_en <= id_is_en;
					de_ds_is_en <= dd_ds_is_en;
					de_dt_is_en <= dd_dt_is_en;
					de_dd_is_en <= 1;  
					de_imm <= id_imm;
					de_is_jump <= id_is_jump;
				end else begin
				end
				if(ew_dd_is_en && id_instr[20:16] != 5'b0 && id_instr[20:16] == ew_instr[25:21]) begin
					de_ds <= ew_dd;
				end else begin
					de_ds <= dd_ds;
				end
				if(ew_dd_is_en && id_instr[15:11] != 5'b0 && id_instr[15:11] == ew_instr[25:21]) begin
					de_dt <= ew_dd;
				end else begin
					de_dt <= dd_dt;
				end
				ee_instr <= de_instr;
				ee_dd_is_en <= de_dd_is_en;
				case(de_instr[27:26])
					2'b00: begin
									ee_dd <= alu_dd;
								end
					2'b10: begin
									ee_dd <= de_pc + 1;
								end
					2'b11: begin
									if(de_instr[31:26] == 6'b001111) begin  
										ee_dd <= d_rdata;
									end else if(de_instr[31:26] == 6'b000111) begin  
										ee_dd <= alu_dd;
									end else begin
										ee_dd <= alu_dd;
									end
								end
					2'b01: begin
									ee_dd <= alu_dd;
									state <= st_stall;
								end
				endcase
			end
			ew_instr <= ee_instr;
			ew_dd <= ee_dd;
			ew_dd_is_en <= ee_dd_is_en;
		end else if (state == st_stall) begin  
		end else begin
			err <= err | err_lost;
		end
	end
endmodule
module gp_regfile(
	input clk,
	input [4:0] saddr, taddr, daddr,
	output [31:0] rs, rt,
	input [31:0] rd,
	input we
	);
	reg [31:0] rfile [31:0];
	assign rs = saddr == 0 ? 0 : rfile[saddr];
	assign rt = taddr == 0 ? 0 : rfile[taddr];
	always @(posedge clk) begin
		if (we && daddr != 0)
			rfile[daddr] <= rd;
	end
endmodule
module fp_regfile(
	input clk,
	input [4:0] saddr, taddr, daddr,
	output [31:0] fs, ft,
	input [31:0] fd,
	input we
	);
	reg [31:0] rfile [31:0];
	assign fs = rfile[saddr];
	assign ft = rfile[taddr];
	always @(posedge clk) begin
		if (we)
			rfile[daddr] <= fd;
	end
endmodule
```
**config.mk**
```make
export PLATFORM = sky130hd
export DESIGN_NAME = cpu3
export DESIGN_NICKNAME = cpu3
export VERILOG_FILES = /design/flow/design.v
export SDC_FILE = /design/flow/constraint.sdc
export NUM_CORES = 4
export LEC_CHECK = 1
export CORE_UTILIZATION = 40
```
**run.sh**
```bash
#!/bin/bash
# OpenROAD 26Q1-2900-gdf79404cd8, Yosys 0.63+post, stock flow scripts
make -C /OpenROAD-flow-scripts/flow DESIGN_CONFIG=/design/flow/config.mk WORK_HOME=/design/flow/orfs finish
```
==> metrics.yaml <==
grt_overflow_total: 0
clock_sinks: 190
drive_gt1_share_pct: 9.03
slew_headroom_pct: 45.1
arrival_ns: 4.87
ys.flops: 190
cts_root_buf: "clkbuf_16"
cts_buffer_depth: 2
viasPerCell: 6.15
crit_path_top_delay_cell: "o21ai_0"
dp_slack_ns: 5.12
cts_hold_buf: 0
post-route-period-util_pct: 47.8
yosysWarnings: 35
ys_async_sr_fraction_pct: 0
busiest_layer: "met1"
hold_violations: 0
fin_skew_ns: 0.0124
rsz0062_at_grt: "no"
worstSkewPairLatency_ns: 0.48
wirelength_mm: 71.7
crit_fanout: 26
wire_per_inst_um: 26.4
cp_data_required_time_ns: 9.78
yosysCellCount: 2205
ys_sh_simple_pct: 19.9
areaGrowthSynthToFinish_pct: 9.82
initial_utilization_pct: 41.0
timing.fmax_mhz: 223
gp_congestion: 1.02
critPathCaptureType: "register"
io_buffers: 121
core-area_sq_um: 40100
cp_common_cell: "o21ai_0"
synth_cell_types: 84
rows: 73
instances_no_fill: 2717
final_util_pct: 45.0
startpoint_type: "register"
grt_max_degree: 65
tightest_slew_ns: 0.816
fillerInstances: 4001
powerDensity_nw_per_um2: 93.3
p_leak_nw: 6.61
timing.hold.ws_ns: 0.447
htree_levels: 4
path_cells: "inv_1, ha_1, nand2b_1, a2111oi_2, o2111ai_1, o21ai_0, nor2_1, o21ai_0, o22a_1, a21oi_1, o32ai_1"
edf_count: 0
cts_setup_buffers: 0
tritoncts: "done"
ant_nets: 0
crit_type: "register to register"
fin_crit_ns: 4.49
die_w_um: 205
use_met1_pct: 53.5
ys_sh_adder_pct: 5.12
grt_antenna_before_repair: 2
cts_buffers: 17
ys_sh_xor_pct: 2.03
drv_slew: 0
synth.logic.top_family: "AND-OR/OR-AND gates"
met2_usage_pct: 52.1
clkTransAtPathRegs_ns: 0.08
synthFlopType: "dfxtp_1"
syn-mean-instance-area_sq_um: 7.45
io_pins: 237
drtPass1Iterations: 6
dieArea_sq_um: 41900
warnings: 83
postSynthSeqShare_pct: 23.2
syn_inst: 2205
setup_ws_ns: 4.91
grt.total_usage_pct: 35.1
fin_tns_setup_ns: 0
irDropWorstVdd_mv: 0.147
worstHoldPathType: "register to register"
comb_area_sq_um: 11000
ff_latch_area_sq_um: 3820
max-cap-violations: 0
chipHeight_um: 205
met3_usage_pct: 7.50
max_stage_delay_ns: 0.67
grt_pass1_vias: 15500
drc_errors: 0
finalSetupViolCount: 0
vias: 16700
cts.repair.resized: 0
mux_share_pct: 12.6
status: "finished, final reports clean"
n_antenna_cell: 0
ys_chip_area_sq_um: 16400
synth_area_sq_um: 16400
place_hpwl_mm: 52.5
drt_iter0_markers: 1663
placed_cells: 2685
grt_first_pass_wirelength_mm: 105
aoi_share_pct: 25.2
## cell usage after synthesis, types with 6 or more instances
master / instances / area (sq um)
o21ai_0: 106 / 531
o22ai_1: 13 / 81.3
a211oi_1: 19 / 143
nand2_1: 339 / 1270
o31ai_1: 15 / 113
o32ai_1: 7 / 61.3
mux2_2: 19 / 214
a21o_1: 17 / 128
a31oi_1: 14 / 87.6
xnor2_1: 22 / 193
nand3_1: 105 / 526
o21a_1: 11 / 82.6
o2111ai_1: 9 / 78.8
a311oi_1: 7 / 61.3
buf_1: 15 / 56.3
mux4_2: 60 / 1350
and3_1: 11 / 68.8
clkbuf_1: 153 / 574
or3_1: 7 / 43.8
nor3_1: 55 / 275
mux2i_1: 51 / 510
nor2_1: 152 / 571
nor4_1: 15 / 93.8
a221o_1: 10 / 100
o21bai_1: 20 / 150
nor2b_1: 19 / 119
o211ai_1: 18 / 135
buf_4: 125 / 938
a221oi_1: 14 / 123
inv_1: 68 / 255
nand2b_1: 13 / 81.3
buf_2: 18 / 90.1
a21oi_1: 268 / 1340
xor2_1: 16 / 140
ha_1: 64 / 801
a211o_1: 6 / 52.6
a22oi_1: 18 / 135
and2_1: 8 / 50.1
o221ai_1: 9 / 78.8
dfxtp_1: 190 / 3800
a2111oi_0: 7 / 61.3
nand4_1: 8 / 50.1
## cells in the final DEF, fill, tap and decap left out, types with 20 or more instances in the layout
cell type        count
nand3_1            104
xnor2_1             22
nor3_1              54
dfxtp_1            186
o21bai_1            20
o21ai_0            105
ha_1                64
nand2_1            339
clkdlybuf4s50_1    120
buf_4               60
nor2_1             150
a21oi_1            268
conb_1              89
inv_1               67
mux2i_1             51
mux4_2              60
## path summary, 6_finish.rpt
| kind | start | endpoint | slack, ns | cells past startpoint |
|---|---|---|---|---|
| hold reg to reg | ee_dd[15] | ew_dd[15] | 0.45 | 2 |
| hold / removal | ee_dd[15] | ew_dd[15] | 0.45 | 2 |
| setup / recovery | de_dt[1] | ee_dd[23] | 4.91 | 11 |
| setup reg to reg | de_dt[1] | ee_dd[23] | 4.91 | 11 |
## metrics by stage
stage | area, sq um | power, mW
after floorplan | 16700 | 0.919
after global placement | 17400 | 0.949
after detailed placement | 17400 | 0.949
after CTS | 18000 | 1.70
after global routing | 18000 | 1.74
final | 18000 | 1.68
## worst max-delay path, delay by kind of cell, from the launching register on
| family | cells | cell delay [ns] |
|---|---|---|
| AND-OR/OR-AND | 7 | 2.66 |
| flip-flops | 1 | 0.60 |
| adder cells (fa/ha/maj) | 1 | 0.40 |
| AND/OR/NAND/NOR | 2 | 0.38 |
| buffers and inverters | 1 | 0.32 |
## power breakdown
part | switching, mW | internal (mW) | total (mW) | leakage [nW]
logic | 0.0697 | 0.0369 | 0.107 | 4.79
clock network | 0.382 | 0.370 | 0.752 | 0.287
registers | 0.00984 | 0.815 | 0.825 | 1.54
total | 0.462 | 1.22 | 1.68 | 6.61
## final cells by class
class | count | area share, %
repair buffers | 181 | 9.19
clock buffers | 19 | 2.51
multi-input cells | 1718 | 61.2
inverters | 71 | 1.49
clock inverters | 13 | 0.805
well taps | 525 | 3.64
flip-flops and latches | 190 | 21.2
## routing by layer
metal,part of all wire [%],routed length [um],vias up
met1,45,32000,8190
met5,0.013,9,-
met3,8.0,5730,98
met2,45,32000,747
met4,2.6,1860,2
li1,-,-,7667
## registers in the layout, summed over array words and instances, names as in the netlist, 3 cells and up
signal    flops
state         3
de_dt        32
ew_instr      5
id_instr     21
de_instr     11
de_ds        32
ew_dd        32
ee_instr      5
ee_dd        32
dd_instr     10
## cells by family after synthesis
family,Yosys count
xor+xnor,38
mux,130
buf+inv,384
flops,190
compound gates,647
fa+ha+maj,66
simple gates,748
other cells,2
Power and IR drop assume default switching activity.
