===== flow/design.v =====
module cpu (
	input wire clk,
	input wire rstn,
	(* mark_debug = "true" *) output reg [7:0] err,
	(* mark_debug = "true" *) output wire [31:0] i_addr,  
	(* mark_debug = "true" *) output wire [31:0] i_wdata,
	(* mark_debug = "true" *) input wire [31:0] i_rdata,
	(* mark_debug = "true" *) output wire i_en,  
	(* mark_debug = "true" *) output wire [3:0] i_we, 
	output wire [31:0] d_addr,
	output wire [31:0] d_wdata,
	input wire [31:0] d_rdata,
	output wire d_en,	 
	output wire [3:0] d_we, 
	output wire [3:0] f_ope_data,
	output wire [31:0] f_in1_data,
	output wire [31:0] f_in2_data,
	input wire f_in_rdy,
	output reg f_in_vld,
	input wire [31:0] f_out_data,
	output reg f_out_rdy,
	input wire f_out_vld,
	input wire [2:0] f_err,
	input wire [7:0] io_in_data,
	output reg  io_in_rdy,
	input wire io_in_vld,
	output reg [7:0] io_out_data,
	input wire io_out_rdy,
	output reg io_out_vld,
	input wire [4:0] io_err
	);
	localparam st_ifetch = 3'b001;
	localparam st_dfetch = 3'b010;
	localparam st_exec   = 3'b011;
	localparam st_wait   = 3'b100;
	localparam st_write  = 3'b101;
	localparam err_lost  = 8'b10000000;
	localparam err_carry = 8'b01000000;
	localparam err_io    = 8'b00100000;
	localparam user_irgn = 64;
	(* mark_debug = "true" *) reg [31:0] pc;
	(* mark_debug = "true" *) reg [2:0] state;
	(* mark_debug = "true" *) reg [1:0] cpu_mode;
	reg [2:0] fpu_state;
	wire is_io;
	wire is_fpu;
	(* mark_debug = "true" *) wire [31:0] ds;
	(* mark_debug = "true" *) wire [31:0] dt;
	wire [15:0] imm;
	wire [25:0] jaddr;
	(* mark_debug = "true" *) reg [31:0] dd;
	wire [31:0] gp_rs,gp_rt,gp_rd;
	wire gp_we;
	wire [31:0] fp_rs,fp_rt,fp_rd;
	wire fp_we;
	wire [31:0] tmp_d_addr;
	reg [63:0] dbg_cntr;
	gp_regfile gpr(clk,i_rdata[20:16],i_rdata[15:11],i_rdata[28:26] == 3'b110 ? 5'b11111 : i_rdata[25:21],gp_rs,gp_rt,gp_rd,gp_we);
	gp_regfile fpr(clk,i_rdata[20:16],i_rdata[15:11],i_rdata[25:21],fp_rs,fp_rt,fp_rd,fp_we);
	assign i_en = 1;
	assign d_en = 1;
	assign is_io = i_rdata[28:26] == 3'b011;
	assign is_fpu = i_rdata[31:26] == 6'b000001 && i_rdata[5:2] <= 4'b1011;
	assign ds = (i_rdata[27:26] == 2'b01 && i_rdata[1] == 1'b0) ? fp_rs : gp_rs;
	assign dt = i_rdata[27:26] == 2'b01 ? fp_rt : gp_rt;
	assign gp_rd = dd;
	assign fp_rd = dd;
	assign imm = (i_rdata[27:26] == 2'b00 || i_rdata[31:26] == 6'b001111)
								? i_rdata[15:0] : { i_rdata[25:21],i_rdata[10:0] };
	assign jaddr = i_rdata[25:0];
	assign gp_we = (state == st_write && (i_rdata[27:26] == 2'b00 || i_rdata[28:26] == 3'b110 || i_rdata[31:26] == 6'b001111 || i_rdata[31:26] == 6'b001011 || (i_rdata[27:26] == 2'b01 && i_rdata[0] == 1'b1))) ? 1 : 0;
	assign fp_we = (state == st_write && i_rdata[27:26] == 2'b01 && i_rdata[0] == 1'b0) ? 1 : 0;
	assign tmp_d_addr = $signed(ds) + $signed(imm);
	assign d_addr = { tmp_d_addr[29:0], 2'b00 };
	assign d_wdata = dt;
	assign d_we = state == st_exec && i_rdata[31:26] == 6'b000111 ? 4'b1111 : 4'b0000;
	assign i_addr = (state == st_exec && i_rdata[31:26] == 6'b000000 && i_rdata[10:0] == 3) ? {ds[29:0], 2'b00} : {pc[29:0], 2'b00};
	assign i_wdata = dt;
	assign i_we = (state == st_exec && i_rdata[31:26] == 6'b000000 && i_rdata[10:0] == 3)	? 4'b1111 : 4'b0000;
	assign f_ope_data = i_rdata[5:2];
	assign f_in1_data = ds;
	assign f_in2_data = dt;
	always @(posedge clk) begin
		if (~rstn) begin
			err <= 0;
			pc <= 0;
			cpu_mode <= 0;
			fpu_state <= 0;
			io_in_rdy <= 0;
			io_out_data <= 0;
			io_out_vld <= 0;
			f_in_vld <= 0;
			f_out_rdy <= 0;
			state <= st_ifetch;
			dbg_cntr <= 0;
		end else if (state == st_ifetch) begin	 
			state <= st_dfetch;
		end else if (state == st_dfetch) begin   
			if (i_rdata[31:26] == 6'b000000 && (i_rdata[10:0] >= 3) && cpu_mode != 0) begin
				err <= err | err_lost;
			end else begin
				state <= 	st_exec;
			end
		end else if (state == st_exec) begin     
			case (i_rdata[31:26])
				6'b110000: dd <= { imm, ds[15:0] };
				6'b001100: dd <= $signed(ds) + $signed(dt);
				6'b001000: dd <= $signed(ds) + $signed(imm);
				6'b010100: dd <= $signed(ds) - $signed(dt);
				6'b011100: dd <= ds << dt[4:0];
				6'b011000: dd <= ds << imm[4:0];
				6'b100100: dd <= ds >> dt[4:0];
				6'b100000: dd <= ds >> imm[4:0];
				6'b101100: dd <= ds >>> dt[4:0];
				6'b101000: dd <= ds >>> imm[4:0];
				6'b100010: dd <= dd;  
				6'b101010: dd <= dd;  
				6'b000110: dd <= pc + 1;
				6'b001110: dd <= pc + 1;
				6'b000010: dd <= dd;
				6'b001010: dd <= dd;
				6'b010010: dd <= dd;
				6'b011010: dd <= dd;
				6'b001111: dd <= dd;
				6'b000111: dd <= dd;
				6'b000011: begin  
										io_out_data <= ds[7:0];
										io_out_vld <= 1'b1;
									 end
				6'b001011: io_in_rdy <= 1'b1;
				6'b000000: begin
										if (i_rdata[10:0] == 1)   
											cpu_mode <= 1;
										else if (i_rdata[10:0] == 2)  
											cpu_mode <= 0;
										else if (i_rdata[10:0] == 3)  
											dd <= dd;
										else if (i_rdata[10:0] == 4)  
											err <= 0;
										else if (i_rdata[10:0] == 5)  
											err <= ds[7:0];
										else
											err <= err | err_lost;
									 end
				6'b000001: begin
										if (i_rdata[5:2] <= 4'b1011) begin
											f_in_vld <= 1;
											fpu_state <= 1;
										end else if (i_rdata[5:2] == 4'b1100 || i_rdata[5:2] == 4'b1101) begin
											dd <= ds;
										end else begin
											err <= err | err_lost;
										end
									end
				default: err <= err | err_lost;
			endcase
			state <= st_wait;
		end else if (state == st_wait) begin
			if (is_io) begin
				if (i_rdata[29]) begin  
					if (io_in_rdy && io_in_vld) begin
						dd <= io_in_data;	
						io_in_rdy <= 1'b0;
						state <= st_write;
					end else begin
						state <= st_wait;
					end
				end else begin        
					if (io_out_rdy && io_out_vld) begin
						io_out_vld <= 1'b0;
						io_out_data <= 0;	
						state <= st_write;
					end else begin
						state <= st_wait;
					end
				end
				err <=  err | {3'b000,io_err};
			end else if (is_fpu) begin
				if (fpu_state == 1 && f_in_rdy && f_in_vld) begin
					f_in_vld <= 0;
					f_out_rdy <= 1;
					fpu_state <= 2;
				end else if (fpu_state == 2 && f_out_rdy && f_out_vld) begin
					f_out_rdy <= 0;
					fpu_state <= 0;
					dd <= f_out_data;
					state <= st_write;
				end else begin
					dd <= dd;
				end
			end else if (i_rdata[31:26] == 6'b001111) begin
				dd <= d_rdata;
				state <= st_write;
			end else begin
				state <= st_write;
			end
		end else if (state == st_write) begin    
			dbg_cntr <= dbg_cntr + 1;
			if (i_rdata[31:26] == 6'b000110 || i_rdata[31:26] == 6'b100010) begin  
				pc <= $signed(pc) + $signed({ {6{jaddr[25]}},jaddr });
			end else if (i_rdata[31:26] == 6'b001110 || i_rdata[31:26] == 6'b101010) begin  
				pc <= ds;
			end else if (i_rdata[27:26] == 2'b10) begin  
				if((i_rdata[31:28] == 4'b0000 && $signed(ds) == $signed(dt)) ||
					 (i_rdata[31:28] == 4'b0010 && $signed(ds) != $signed(dt)) ||
					 (i_rdata[31:28] == 4'b0100 && $signed(ds) < $signed(dt))  ||
					 (i_rdata[31:28] == 4'b0110 && $signed(ds) <= $signed(dt))) begin
					pc <= $signed(pc) + $signed({ {16{imm[15]}},imm });
				end else begin
					pc <= pc + 1;
				end
			end else if (i_rdata[31:26] == 6'b000000) begin
				if (i_rdata[10:0] == 1) begin
					pc <= user_irgn;
				end else if (i_rdata[10:0] == 2) begin
					pc <= 0;
				end else begin
					pc <= pc + 1;
				end
			end else begin
				pc <= pc + 1;
			end
			state <= st_ifetch;
		end else begin
			err <= err | err_lost;
		end
	end
endmodule
module gp_regfile(
	input clk,
	input [4:0] saddr, taddr, daddr,
	output [31:0] rs, rt,
	input [31:0] rd,
	input we
	);
	reg [31:0] rfile [31:0];
	assign rs = saddr == 0 ? 0 : rfile[saddr];
	assign rt = taddr == 0 ? 0 : rfile[taddr];
	always @(posedge clk) begin
		if (we && daddr != 0)
			rfile[daddr] <= rd;
	end
endmodule
module fp_regfile(
	input clk,
	input [4:0] saddr, taddr, daddr,
	output [31:0] fs, ft,
	input [31:0] fd,
	input we
	);
	reg [31:0] rfile [31:0];
	assign fs = rfile[saddr];
	assign ft = rfile[taddr];
	always @(posedge clk) begin
		if (we)
			rfile[daddr] <= fd;
	end
endmodule

===== flow/constraint.sdc =====
current_design cpu

set clk_period 24.3
set clk_io_pct 0.2

create_clock -name clk0 -period $clk_period [get_ports {clk}]

set non_clock_inputs [all_inputs -no_clocks]
set_input_delay [expr $clk_period * $clk_io_pct] -clock clk0 $non_clock_inputs
set_output_delay [expr $clk_period * $clk_io_pct] -clock clk0 [all_outputs]

===== flow/run.sh =====
#!/bin/bash
# OpenROAD 26Q1-2900-gdf79404cd8, Yosys 0.63+post, stock flow scripts
make -C /OpenROAD-flow-scripts/flow DESIGN_CONFIG=/design/flow/config.mk WORK_HOME=/design/flow/orfs finish

===== flow/config.mk =====
export PLATFORM = sky130hd
export DESIGN_NAME = cpu
export DESIGN_NICKNAME = cpu
export VERILOG_FILES = /design/flow/design.v
export SDC_FILE = /design/flow/constraint.sdc
export NUM_CORES = 4
export LEC_CHECK = 1
export CORE_UTILIZATION = 50

==> results.json <==
{
  "power.internal_mw": 6.58,
  "viasPerCell": 7.15,
  "synth_warnings": 2,
  "wl_mm": 506,
  "holdBufCountCts": 0,
  "power.total_mw": 9.08,
  "drv_slew": 0,
  "period_used_pct": 74.6,
  "arrival_ns": 13.27,
  "detailed_place.area_um2": 125000,
  "fp.coreArea_um2": 231000,
  "grt_max_degree": 94,
  "ys_ff": 2140,
  "outcome": "finished, final reports clean",
  "worst_slew_pin_slew_ns": 1.31,
  "r2r_setup_slack_ns": 16.05,
  "worstSkewPairLatency_ns": 0.95,
  "syn_avg_cell_area_um2": 15.1,
  "fmax_mhz": 55.2,
  "finalHoldViolCount": 0,
  "yosys.cell_types.count": 112,
  "place_inst": 11000,
  "drt_iter0_markers": 7460,
  "grtUsageTotal_pct": 48.2,
  "syn2layout_area_growth_pct": 14.1,
  "switchingPower_mw": 2.50,
  "yosysChipArea_um2": 116000,
  "pwr-share-clk_pct": 38.8,
  "mi_logic_area_um2": 50200,
  "synth-async-reset-ratio_pct": 0,
  "slew_headroom_pct": 10.4,
  "cp.required_ns": 19.44,
  "switching_share_pct": 27.6,
  "p_leak_nw": 44.1,
  "die_area_um2": 235000,
  "clk_pin_slew_worst_paths_ns": 0.05,
  "chipHeight_um": 485,
  "cp-endpoint": "d_addr[31]",
  "criticalPathCategory": "primary input to output port",
  "post-route-min-period_ns": 18.13,
  "gp_congestion": 1.06,
  "tns_ns": 0,
  "clock_sinks": 2140,
  "r2r-start": "gpr.rfile[20][9]",
  "dr.pass1.iters": 8,
  "dp_hpwl_mm": 338,
  "combPwrFrac_pct": 17.2,
  "dr_total_vias": 81600,
  "peakVddDrop_v": 0.0000730,
  "crit_path_end_kind": "output port",
  "cp_max_fo": 67,
  "dieWidth_um": 485,
  "worstSetupStartpoint": "i_rdata[16]",
  "grt_use_met3_pct": 37.3,
  "grt.busiest_layer": "met2",
  "finClkSkew_ns": 0.115,
  "tritoncts": "built",
  "n_fill_cell": 17500,
  "cts_buffers": 221,
  "reg2reg_to": "dd[18]",
  "grt_pass1_wl_mm": 692,
  "fp-utilization_pct": 50.5,
  "fin_area_um2": 133000,
  "use_met2_pct": 62.9,
  "ys_seq_share_pct": 54.7,
  "fin_cells": 11400,
  "synthFlopType": "edfxtp_1",
  "drive_above_1_share_pct": 26.2,
  "use_met1_pct": 57.6,
  "edf_count": 2080,
  "grt-ovfl-total": 0,
  "netlist_area_um2": 116000,
  "p_seq_share_pct": 44.0,
  "avgRoutedWirePerCell_um": 44.3,
  "io_pins": 344,
  "syn_inst": 7698,
  "yosysCellCount": 7698,
  "postCtsSetupBuffers": 0,
  "post_cts_resized": 0,
  "cts_max_path_buffers": 3,
  "rsz0062_at_grt": "no",
  "setup_viol": 0,
  "start_kind": "primary input",
  "grt_pass1_vias": 85600,
  "min_path_type": "register to register",
  "maxCapViolCount": 0,
  "seqCellArea_um2": 63700,
  "htreeDepth": 4,
  "grt_antenna_before_repair": 34,
  "p_per_area_nw_per_um2": 68.3,
  "antenna_left": 0,
  "warnings": 60,
  "rows": 176,
  "holdPathStages": 2,
  "numPortBuffers": 334,
  "drc": 0,
  "ff2ff_path_depth": 19,
  "clock-root-buffer": "clkbuf_16"
}
[layout by cell type (no fill, tap or decap), drive strengths merged, types with 147 or more instances in the layout]
master | Yosys | routed
clkdlybuf4s50 | 0 | 323
edfxtp | 2080 | 2080
mux2i | 410 | 410
o21ai | 242 | 242
buf | 329 | 504
clkbuf | 318 | 260
a21oi | 338 | 338
nor2 | 432 | 432
mux4 | 1085 | 1085
nand3 | 147 | 147
nand2 | 515 | 515
[sequential cells by signal, summed over array words and instances (netlist names)]
register,cells
cpu_mode,1
dd,32
err,8
f_in_vld,1
f_out_rdy,1
fpr.rfile,1024
fpu_state,2
gpr.rfile,1024
io_in_rdy,1
io_out_data,8
io_out_vld,1
pc,32
state,5
[cell type report]
cell class,count,area share (%)
Antenna cell,31,0.0584
Inverter,129,0.371
Clock buffer,260,4.30
Sequential cell,2140,47.9
Clock inverter,149,1.36
Multi-Input combinational cell,4850,37.8
Timing Repair Buffer,827,5.39
Tap cell,3026,2.85
[how the worst min path moves through the flow]
| stage | from | endpoint | slack, ns |
|---|---|---|---|
| 4_1_cts | err[1] | err[1] | 0.45 |
| 5_1_grt | err[2] | err[2] | 0.49 |
| 6_report | err[1] | err[1] | 0.45 |
[cells by family (layout without fill, tap and decap cells)]
group / after synthesis / count (layout) / share of synthesized area (%)
other: 2 / 101 / 0.00645
AOI/OAI and AO/OA: 1403 / 1403 / 8.24
adders and majority gates: 150 / 150 / 1.64
muxes: 1602 / 1602 / 25.6
buffers and inverters: 776 / 1365 / 3.12
and+or+nand+nor: 1505 / 1505 / 5.87
xor gates and xnor gates: 120 / 120 / 0.903
DFF: 2140 / 2140 / 54.7
[stage by stage]
step                setup WS [ns]  util, %  hold slack [ns]
finish                       6.17     57.6            0.452
global route                 5.56     57.6            0.486
floorplan                    9.71        -            0.409
detailed placement           6.35     54.3            0.441
CTS                          6.29     57.6            0.450
global placement             6.29     54.3            0.443
[Yosys cell counts, drive strengths merged, types with 13 or more instances]
cell,number,area (µm²)
o211ai,50,380
a21oi,338,1710
nand4,29,181
nand2,515,1930
xor2,45,394
o21ai,242,1210
a21o,52,390
nand3,147,736
a22oi,76,571
a32oi,13,148
nor3,105,531
and2,34,213
edfxtp,2080,62500
o221ai,99,867
mux4,1085,24500
or3,21,131
o2111ai,18,164
clkbuf,318,1200
a221o,21,210
and3,42,263
a41oi,13,140
a2111oi,21,190
or2,19,119
nand2b,47,294
nor4,29,188
o21a,40,300
nor2b,42,263
mux2i,410,4110
mux2,107,1200
ha,146,1830
a221oi,44,392
o22ai,84,526
xnor2,75,657
inv,127,477
o21bai,27,206
a31oi,56,357
a311oi,13,114
nor2,432,1620
dfxtp,60,1200
a211oi,57,443
buf,329,1950
[power groups by stage]
stage / clock [mW] / combinational, mW / sequential (mW)
4_1_cts: 3.55 / 1.51 / 4.00
5_1_grt: 3.68 / 1.61 / 4.00
6_report: 3.52 / 1.56 / 4.00
[worst max-delay path, cell delays in order]
cell	delay, ns
buf_8	0.30
buf_4	0.66
buf_4	0.65
buf_12	0.51
buf_4	0.66
mux4_2	0.59
mux2i_1	0.38
o22ai_1	0.16
o21ai_0	0.53
o21ai_2	0.10
buf_4	0.30
ha_1	0.53
nand4_1	0.24
a211oi_1	0.36
o31a_1	0.19
a31oi_1	0.07
a211o_1	0.34
o21ai_0	0.54
o21ai_0	0.14
a21boi_0	0.26
clkdlybuf4s50_1	0.53
[layer usage]
layer  share of wire [%]  up-vias  wire length (µm)
met5                0.66        -              3320
met2                  43     7209            216000
met3                  19     1396             97800
met1                  30    40400            152000
li1                    -    32600                 -
met4                 7.4       75             37500
Power is estimated from default activity; no workload was simulated.
